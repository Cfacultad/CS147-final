### ./run.sh
#!/bin/bash
# OpenROAD 26Q1-2900-gdf79404cd8, Yosys 0.63+post, stock flow scripts
make -C /OpenROAD-flow-scripts/flow DESIGN_CONFIG=/design/flow/config.mk WORK_HOME=/design/flow/orfs finish
### ./config.mk
export PLATFORM = sky130hd
export DESIGN_NAME = NOR32_2x1
export DESIGN_NICKNAME = NOR32_2x1
export VERILOG_FILES = /design/flow/design.v
export SDC_FILE = /design/flow/constraint.sdc
export NUM_CORES = 4
export LEC_CHECK = 1
export CORE_AREA = 10 10 70 70
export DIE_AREA = 0 0 80 80
### ./constraint.sdc
current_design NOR32_2x1

set clk_period 1.0
set clk_io_pct 0.2

create_clock -name clk0 -period $clk_period

set non_clock_inputs [all_inputs -no_clocks]
set_input_delay [expr $clk_period * $clk_io_pct] -clock clk0 $non_clock_inputs
set_output_delay [expr $clk_period * $clk_io_pct] -clock clk0 [all_outputs]
### ./design.v
module NOR32_2x1(Y,A,B);
output [31:0] Y;
input [31:0] A;
input [31:0] B;
genvar i;
generate
for
(i=0; i<32; i=i+1)
begin : nor32_gen_loop
       nor nor_inst(Y[i], A[i], B[i]);    
end
endgenerate
endmodule
module AND32_2x1(Y,A,B);
output [31:0] Y;
output [31:0] A;
output [31:0] B;
genvar i;
generate
for
(i=0; i<32; i=i+1)
begin : and32_gen_loop
       and and_inst(Y[i], A[i], B[i]);    
end
endgenerate
endmodule
module INV32_1x1(Y,A);
output [31:0] Y;
input [31:0] A;
genvar i;
generate
for
(i=0; i<32; i=i+1)
begin : not32_gen_loop
      not not_inst(Y[i], A[i]);    
end
endgenerate
endmodule
module OR32_2x1(Y,A,B);
output [31:0] Y;
input [31:0] A;
input [31:0] B;
genvar i;
generate
for
(i=0; i<32; i=i+1)
begin : or32_gen_loop
      or or_inst(Y[i], A[i], B[i]);    
end
endgenerate
endmodule
==> run summary <==
Physical implementation status

The flow reported a cell area power density of 258 nW/µm². The number of remaining DRC errors stands at 0. The routed wire length per instance stands at 13.1 µm. The number of antenna violations at the first check in global routing stands at 1. Summed over all failing endpoints, the final setup total negative slack is 0 ns. The number of cell instances after yosys synthesis stands at 32. Synthesis handed over a netlist of 32 instances. Once placement finished, the instance area stood at 1140 µm². The tightest slew margin relative to the limit stands at 94.5%. Per the timing report, the biggest fanout along the worst path comes to 1.

The number of vias per cell after detailed routing stands at 3.23. The number of setup violations in the final report stands at 0. The number of buffers and inverters on the critical path stands at 2. In this run the cell area of the synthesized design comes to 120 µm².

The area added between synthesis and finish stands at 735%. The area taken by sequential standard cells is reported as 0 µm². The worst hold path terminates at Y[15]. The initial standard-cell utilization of the core stands at 3.52%. The minimum hold slack stands at 0.618 ns. Looking at the max-slew report, the worst-margin pin has a slew of 0.0826 ns. In the final layout, the fill cell count is 393. Input and output buffers added on the ports amount to 96. The synthesized netlist has a Yosys-reported chip area of 120 µm². Setup repair after global routing left no endpoint under its margin.

The placed wire-length estimate after detailed placement stands at 2190 µm. The die is 80 µm wide. The area enclosed by the die boundary stands at 6400 µm². The global-route wire length before repair stands at 3470 µm. The number of max-capacitance violations reported stands at 0. Power comes to 259 µW. After floorplanning, the core was divided into 21 placement rows.

Sorting the Yosys area breakdown by cell type puts at the top sky130_fd_sc_hd__nor2_1. In this run the remaining antenna-violating nets after routing total 0. RePlAce ended its routability-driven mode at a weighted congestion of 0.766. Looking at the setup timing report, the critical path kind is in2out.

The area share of the largest cell type after synthesis stands at 100%. The height of the die stands at 80 µm. In the final report, the number of hold violations comes to 0. The final timing report derives a shortest allowable period of 0.984 ns.

Along the worst hold path, the cell count comes to 3. Per the OpenROAD power report, leakage power amounts to 0.669 nW. The highest ir drop seen on vdd stands at 0.0000691 V. Detailed-route iteration 0 reported a violation count of 1.

The summed area of non-filler cells in the final layout stands at 1000 µm². The total routing usage reported by global routing stands at 6.67%. The largest individual stage delay along the critical path comes from the cell sky130_fd_sc_hd__clkdlybuf4s50_1. The final design utilization stands at 29.4%. The total overflow left after global routing is 0.

After clock tree synthesis, the flow added hold-fix buffers numbering 0. The worst setup path is captured at a primary output. According to the I/O placement log, the pin count is 96. The most critical min-delay path falls under in2out.

Per the final layout report, the fraction of cells sized above drive strength 1 comes to 12.5%. Entering global routing, the biggest net connects 2 pins. After synthesis, the cell types taking the most area are sky130_fd_sc_hd__nor2_1 100%. In the Yosys report, the sequential cells make up 0% of the chip area. The Yosys step of the flow raised 0 warnings. The number of setup buffers added after CTS stands at 0. The warning total across the stage logs stands at 32. Per STA, the worst path is made up of clkdlybuf4s50_1, nor2_1, buf_2. The number of max-slew violations in the final report stands at 0.

Before antenna repair, the detailed router went through 2 iterations. The count of clock buffers in the final design stands at 0. The maximum operating frequency stands at 1020 MHz.

STA classifies the critical path startpoint as an input pin. The highest cell delay on the worst timing path stands at 0.45 ns. STA lists the startpoint of the worst hold path as A[15]. The fraction of the cycle the final worst path needs stands at 98.4%. In this design, the largest share of critical-path delay is due to buffers and inverters. The flow ran to the end, and the final reports show no timing, DRC or antenna violations. The sequential cell count stands at 0.

The number of different library cells used by synthesis comes to 1. The total routed wirelength stands at 2300 µm. The data required time at the worst endpoint stands at 0.80 ns. Averaged over all synthesized cells, the footprint is 3.75 µm². The arrival time at the worst endpoint stands at 0.78 ns. The core region area stands at 3420 µm². The final route contains 566 vias.

The number of global-route vias before repair stands at 659.
-- kinds of logic after synthesis --
family | synth area share, %
simple gates | 100
-- per-stage QoR --
| stage | worst slack, ns | std cells |
|---|---|---|
| 2_1_floorplan | 0.557 | 32 |
| 4_1_cts | 0.000793 | 174 |
| 3_3_place_gp | -0.417 | 174 |
| 3_5_place_dp | -0.415 | 174 |
| 5_1_grt | 0.000615 | 175 |
| 6_report | 0.0163 | 175 |
-- cells in the final DEF (no fill, tap or decap), drive strengths merged --
master and count:
dlygate4sd2 68, diode 1, nor2 32, buf 16
clkdlybuf4s50 1, dlymetal6s2s 11
-- worst max path at each step --
stage,startpoint,to,slack (ns),cells past startpoint
6_report,B[18],Y[18],0.02,3
5_1_grt,B[18],Y[18],0.0006,3
4_1_cts,B[23],Y[23],0.0008,3
-- Yosys cell counts, drive strengths merged --
library cell	instances
nor2	32
-- power breakdown --
| part | switching, mW | internal (mW) | total, mW |
|---|---|---|---|
| Combinational | 0.0589 | 0.200 | 0.259 |
| Sequential | 0 | 0 | 0 |
| Clock | 0 | 0.000000134 | 0.000000134 |
| Total | 0.0589 | 0.200 | 0.259 |
-- metal layers --
| layer | wire [µm] | global-route usage (%) |
|---|---|---|
| met5 | 0 | 0 |
| met3 | 346 | 3.52 |
| met4 | 0 | 0 |
| met1 | 782 | 6.99 |
| met2 | 1170 | 12.2 |
-- cell type report --
cell class         count  area, µm²  share of cell area, %
diodes                 1       2.50                  0.249
multi-input cells     32        120                   12.0
well taps             46       57.6                   5.74
repair buffers        96        823                   82.0
-- timing repair --
item,4_1_cts,5_1_grt
endpoints found under the setup margin,32,9
gates resized,116,11
pin swaps,25,6
Power figures rest on the tool's default switching activity, not on a simulated workload.
