--- /design/flow/design.v ---
`timescale 1ns/10ps
module REGISTER_FILE_32x32(DATA_R1, DATA_R2, ADDR_R1, ADDR_R2, 
                            DATA_W, ADDR_W, READ, WRITE, CLK, RST);
input READ, WRITE, CLK, RST;
input [(32 -1):0] DATA_W;
input [4:0] ADDR_R1, ADDR_R2, ADDR_W;
output [(32 -1):0] DATA_R1;
output [(32 -1):0] DATA_R2;
reg [(32 -1):0] reg_32 [0:(32 -1)];  
integer i;  
reg [(32 -1):0] data_ret1; 
reg [(32 -1):0] data_ret2; 
assign DATA_R1 = ((READ===1'b1)&&(WRITE===1'b0))?data_ret1:{32{1'bz} };
assign DATA_R2 = ((READ===1'b1)&&(WRITE===1'b0))?data_ret2:{32{1'bz} };
always @ (negedge RST or posedge CLK)
begin
if (RST === 1'b0)
begin
for(i=0;i<=(32 -1); i = i +1)
    reg_32[i] = { 32{1'b0} };
end
else
begin
 if ((READ===1'b1)&&(WRITE===1'b0)) begin  
	data_ret1 =  reg_32[DATA_R1];
	data_ret2=  reg_32[DATA_R2]; end
 else if ((READ===1'b0)&&(WRITE===1'b1))  
	reg_32[ADDR_W] = DATA_W;
end
end
endmodule
--- /design/flow/constraint.sdc ---
current_design REGISTER_FILE_32x32

set clk_period 7.1
set clk_io_pct 0.2

create_clock -name clk0 -period $clk_period [get_ports {CLK}]

set non_clock_inputs [all_inputs -no_clocks]
set_input_delay [expr $clk_period * $clk_io_pct] -clock clk0 $non_clock_inputs
set_output_delay [expr $clk_period * $clk_io_pct] -clock clk0 [all_outputs]
--- /design/flow/config.mk ---
export PLATFORM = sky130hd
export DESIGN_NAME = REGISTER_FILE_32x32
export DESIGN_NICKNAME = REGISTER_FILE_32x32
export VERILOG_FILES = /design/flow/design.v
export SDC_FILE = /design/flow/constraint.sdc
export NUM_CORES = 4
export LEC_CHECK = 1
export CORE_UTILIZATION = 50
--- /design/flow/run.sh ---
#!/bin/bash
# OpenROAD 26Q1-2900-gdf79404cd8, Yosys 0.63+post, stock flow scripts
make -C /OpenROAD-flow-scripts/flow DESIGN_CONFIG=/design/flow/config.mk WORK_HOME=/design/flow/orfs finish
==> git commit body <==
Record implementation results from latest flow run

- Fill cell count: 8632
- The average instance in the mapped netlist occupies 12.12 µm².
- Slew margin rel.: 0.2357
- Dpl hpwl: 154.0 mm
* Clock latency at the later pin of the worst-skew pair: 740 ps
* TritonCTS clock tree: done
* Vias per cell: 7.734
- Total track usage: 0.5213
* Remaining global-route overflow: 0
- In this run, CTS created clock tree buffers numbering 115.
- The flow reports an fmax of 0.2155 GHz.
* Clock sink count: 1088
- RePlAce Congestion: 1.053
- The post-synth register bit count is 1088.
* Hold Slack: 529.0 ps
- Die Span X: 328.4 µm
- The synthesis report gives the async set-or-reset register share as 0.9412.
- Subtracting the final worst setup slack from the clock period gives 4641 ps.
- Leakage power: 26.78 nW
* Start of the worst register-to-register path: data_ret2[0]$_DFFE_PP_
- Post-CTS Hold Fix Bufs: 0
- Critical Path End Type: flip-flop
* Number of top-level design ports: 115
- After detailed routing, the number of remaining DRC violations is 0.
- met3 track demand over resource after global routing is 0.3625.
* Die H: 328.4 µm
- First-pass detailed-route iteration total: 25
* Top fanout value on the critical path: 21
- Core occupancy in the finished layout: 0.5734
* Reg2reg path depth: 9
- Placement Rows: 119
- Setup slack on the critical path of the routed design comes to 2459 ps.
- For this design, Yosys synthesis ends with a cell count of 4394.
- Hold path start: reg_32[3][18]$_DFFE_PN0P_
- STA reports a reg2reg setup slack of 2460 ps.
* Setup Fix Bufs, Post-CTS: 0
- Violation count after the first detailed-routing iteration: 6043
* Cell Count Post-Placement: 5701
- In this run the most used layer during global routing was met2.
* Worst hold path cell count: 1
- The required time at the worst endpoint is listed as 7610 ps.
- The report counts max-capacitance violations totalling 0.
- Sequential-to-total area share from yosys stat: 0.5172
- Most used flip-flop cell: dfrtp_1
* Average routed wire per standard cell: 44.81 µm
- Post-route setup TNS: 0 ps
- Number of warnings printed during yosys synthesis: 4
- Clock slew at reported path FFs: 60 ps
- Counting endpoints that fail hold in the final report gives 0.
* Largest cells by area after synthesis: dfrtp_1 48%, mux2_2 22%, a22oi_1 11%
* Fraction of layout cells with a size suffix above 1: 0.3430
- Peak supply drop: 225.1 µV
* Maximum clock path buffer count: 3
- For met1 alone, demand over resource in global routing was 0.6381.
- Final setup violation count: 0
- Layout Area Growth over Synthesis: 13.51%
* Pin count of the biggest net entering global routing: 110
* Number of enable-type register cells in the synthesized netlist: 64
- The final max-slew violation count recorded for this run is 0.
- Detailed-route wire length: 266.1 mm
* Setup clock skew after layout: 30.87 ps
* Setup crit start kind: flip-flop
- Arrival time of data at the critical path endpoint: 5150 ps
* Number of nets still failing antenna checks after routing: 0
- The transition time recorded at the tightest slew-check pin is 1142 ps.
- Number of antenna violations at the first check in global routing: 15
- The number of gates resized after CTS was 0.
* Total tool warning count: 40
- The most critical min-delay path falls under reg -> reg.
- Status: complete, no violations
* Master cell of the clock root buffer: clkbuf_16
- The area recorded from the Yosys report for this design is 53260 µm².
- Pwr per Cell Area: 258.7 nW/µm²
* Die area: 107800 µm²
* Share of the clock period used by the worst path: 0.6536
- In this run the cell area of the synthesized design comes to 53260 µm².
- The number of global-route vias before repair was 44430.
- Wire length of the first global-routing pass: 362.0 mm
- Area of the core: 105400 µm²
- Of the post-synthesis cell area, the dominant cell type holds 0.4812.
- Initial core utilization: 0.5052
- Counting every instance in the synthesized netlist gives 4394.
- Looking at the clock tree report, the H-tree level count equals 3.
* Critical path type: reg -> reg
- Across all layers, the routed design uses 45940 vias.
- The finished layout holds 5940 standard cells, fillers aside.
- Per the synthesis report, the dominant area consumer among library cells is dfrtp_1.
- As logged by OpenROAD, the buffers inserted on ports number 104.
* Global routing met2 resource utilization: 0.6545
- Setup repair after global routing left no endpoint under its margin.
- Critical register-to-register path endpoint: data_ret2[25]$_DFFE_PP_
* Terminating pin of the worst hold path: reg_32[3][18]$_DFFE_PN0P_
* Distinct lib cells: 70
- Prior to clock tree synthesis, the placed netlist has a worst setup slack of 2546 ps.
-- power by group --
group / total [W] / switching, W / internal [W]
clock: 0.00627 / 0.00264 / 0.00364
combinational: 0.00161 / 0.000821 / 0.000793
sequential: 0.00775 / 0.000701 / 0.00705
total: 0.0156 / 0.00416 / 0.0115
-- sequential cells by signal (all words and copies together), names as in the netlist --
name	count
reg_32	1024
data_ret2	32
data_ret1	32
-- synthesized netlist by cell type (7+ instances only) --
library cell	number
nor2b_1	12
a22o_1	42
a221oi_1	43
inv_1	7
buf_1	60
a32oi_1	11
and3_1	19
a2111oi_0	10
mux2_2	1032
a222oi_1	26
nand2b_1	12
nor4_1	23
dfrtp_1	1024
a22oi_1	748
buf_4	24
a21oi_1	75
mux2i_1	49
a31oi_1	18
clkbuf_1	176
nor2_1	155
edfxtp_1	64
o21ai_0	27
and4_1	9
nor3_1	60
nand4_1	102
buf_2	158
nor2_2	8
and2_1	9
o32a_1	21
nand3b_1	10
nand3_1	52
or3_1	14
nand2_1	208
-- cell type report --
class	count	area (µm²)	share of cell area
diodes	24	60.06	0.0009935
clock buffers	173	3339	0.05524
clock inverters	42	523.0	0.008652
inverters	7	26.28	0.0004347
multi-input cells	2879	24400	0.4037
flip-flops and latches	1088	27550	0.4557
well taps	1391	1740	0.02879
repair buffers	336	2813	0.04653
-- cell usage in the layout, fill, tap and decap left out, drive strengths merged, types with 11 or more instances in the layout --
cell type      synthesis  layout
a21oi                 75      75
a221oi                45      45
a222oi                26      26
a22o                  42      42
a22oi                748     748
a31oi                 18      18
a32oi                 11      11
and3                  19      19
buf                  244     233
bufinv                 0      11
clkbuf               176     173
clkdlybuf4s50          0     103
clkinv                 0      25
dfrtp               1024    1024
diode                  0      24
edfxtp                64      64
inv                    7      11
mux2                1032    1032
mux2i                 49      49
nand2                209     209
nand2b                12      12
nand3                 53      53
nand3b                14      14
nand4                102     102
nor2                 164     164
nor2b                 12      12
nor3                  61      61
nor4                  23      23
o21ai                 27      27
o32a                  21      21
or3                   14      14
-- how the worst max path moves through the flow --
stage / endpoint / depth (start not counted) / from / slack (ps)
final: data_ret2[25]$_DFFE_PP_ / 9 / data_ret2[0]$_DFFE_PP_ / 2460
after global routing: data_ret2[25]$_DFFE_PP_ / 9 / data_ret2[0]$_DFFE_PP_ / 2680
after CTS: data_ret2[25]$_DFFE_PP_ / 9 / data_ret2[0]$_DFFE_PP_ / 2860
-- per-layer routing --
metal,vias up,share of wire
met5,-,0.0025
met4,33,0.098
li1,17050,-
met3,1518,0.18
met1,22950,0.33
met2,4388,0.39
-- per-stage QoR --
stage | cell area (µm²) | total power [W]
after floorplan | 53260 | 0.008601
after global placement | 56530 | 0.009350
after detailed placement | 56530 | 0.009389
after CTS | 60390 | 0.01557
after global routing | 60390 | 0.01604
final | 60450 | 0.01564
-- cells by family after synthesis --
kind of cell / after synthesis / synth area share
flip-flops: 1088 / 0.5172
AND-OR/OR-AND: 1078 / 0.1526
AND/OR/NAND/NOR: 719 / 0.06649
buffers and inverters: 427 / 0.03578
multiplexers: 1082 / 0.2278
-- critical path, stage by stage (launching register included) --
cell	delay [ps]
edfxtp_1	580
buf_4	370
buf_4	340
nor2_1	490
buf_4	410
and3_2	640
buf_4	680
a221oi_1	220
o2111ai_1	170
o32a_1	420
Power figures rest on the tool's default switching activity, not on a simulated workload.
